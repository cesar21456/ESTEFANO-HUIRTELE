==> design.v <==
module alu(read1,foutput,overflow,control,out,zero);
output reg overflow;
reg signed[31:0] oc ;
output wire [31:0]out ;
input[5:0]control;
input signed[31:0] foutput,read1 ;
output wire zero;
always @(*)
begin
	overflow=0;
	if(control==32|control==8)	
		{overflow,oc}={1'b0,read1}+{1'b0,foutput};
	else 
		if (control==9)
		{overflow,oc}={1'b0,(foutput<<16)};
end
assign out=(control==36|control==12)?read1&foutput:(
	   	(control==37|control==13)?read1|foutput:(
			(control==32|control==8|control==9)?oc:(
	   			(control==34|control==14)?read1-foutput:(
	   				(control==42|control==10)?((read1<foutput)?1:0):     
					(control==39)?~(read1|foutput):0   ))));
assign zero=(control==4&((read1-foutput)==0))?1:(
	     (control==5&(read1-foutput)!=0)?1:(
	     (control==1&(read1-foutput)>=0)?1:0));
endmodule
==> run.sh <==
#!/bin/bash
# OpenROAD 26Q1-2900-gdf79404cd8, Yosys 0.63+post, stock flow scripts
make -C /OpenROAD-flow-scripts/flow DESIGN_CONFIG=/design/flow/config.mk WORK_HOME=/design/flow/orfs finish
==> config.mk <==
export PLATFORM = sky130hd
export DESIGN_NAME = alu
export DESIGN_NICKNAME = alu
export VERILOG_FILES = /design/flow/design.v
export SDC_FILE = /design/flow/constraint.sdc
export NUM_CORES = 4
export LEC_CHECK = 1
export CORE_UTILIZATION = 40
==> constraint.sdc <==
current_design alu

set clk_period 14.9
set clk_io_pct 0.2

create_clock -name clk0 -period $clk_period

set non_clock_inputs [all_inputs -no_clocks]
set_input_delay [expr $clk_period * $clk_io_pct] -clock clk0 $non_clock_inputs
set_output_delay [expr $clk_period * $clk_io_pct] -clock clk0 [all_outputs]
==> reports/summary.txt <==
post-CTS setup buffers - 0
ANT nets after route - 0
initial antenna violation count - 0
via-per-instance ratio - 5.87
Dominant flop cell - dlxtn_1
Post-Route WL - 21500 um
Netlist cell types - 71
result of the run - finished, final reports clean
ys flops - 32
I/O pins - 104
min cycle time layout - 11.04 ns
GRT Util Overall - 29.1%
synth warn - 1
Initial DRC Count - 525
Compound Share, Synth - 32.9%
Pre-Place Util - 41.6%
hold path depth - 4
vias in the first global route - 5979
Final setup viols - 0
maximum fanout along the worst path - 9
die height - 123 um
Yosys Instances - 848
Post-synth top cells - ha_1 (96), inv_1 (90), nor2_1 (71)
mux frac, synth - 1.07%
grt total ovfl - 0
Worst setup SP type - input port
Leak - 0.00315 uW
critical path, cell by cell - clkdlybuf4s50_1, inv_1, ha_1, inv_2, a21oi_1, o31ai_1, mux2_2, nor4_1, nand4_1, nor4_1, nand4b_1, nor4_1, mux2i_1, a21oi_1, clkdlybuf4s50_1
Max-area cell share - 20.5%
Pre-antenna DRT Iters - 5
Mapped Cells - 848
CP most frequent cell - nor4_1
Dominant comb cell - AND-OR/OR-AND gates
Final Max Tran Viols - 0
crit path from - foutput[14]
syn_area_per_cell - 6.92 um^2
endpoints left unconstrained - 32
row count - 43
Max IR drop VDD - 0.0000153 V
post-CTS sizing - 0
pin count of the biggest net entering global routing - 48
final instance area - 0.00704 mm^2
Max Clock Freq - 90.6 MHz
adder-cell share of the synthesized area - 21.2%
post-synthesis instance area - 0.00586 mm^2
RSZ-0062 raised after global routing - no
synthesis-to-finish area growth - 20.1%
Hold-fix buffers, CTS - 0
Die Area - 0.0151 mm^2
Remaining DRCs - 0
post-place setup slack - 3.93 ns
HP Class - in2out
first-pass GRT wire length - 32900 um
port buffer count - 104
Core Region - 0.0141 mm^2
Worst Hold End - zero
via count - 6441
crit path kind - in2out
final hold viol count - 0
ratio of cells with drive above 1 in the final layout - 3.60%
GPL Wtd Cong - 1.05
die width - 123 um
Largest register FFs - 32
EDFF count, synth - 0
register pins left without a clock - 32
Fin Setup TNS - 0 ns
wire length per cell - 19.6 um
max-cap violation count - 0
Pwr per Cell Area - 33.9 mW/mm^2
WP data arrival - 8.06 ns
critical hold path startpoint - control[5]
post-layout period usage - 74.1%
Yosys top cell by area - ha_1
Cell Area, Placed - 0.00704 mm^2
Max transition margin - 28.1%
Synth async-reset ratio - 0%
final HPWL from detailed placement - 17200 um
worst-margin pin slew - 1.05 ns
yosys stat area - 0.00586 mm^2
tool warnings - 96
most frequent cell after synthesis - ha_1
CP max-delay cell - nor4_1
worst setup margin - 3.86 ns
Cell area leaders - ha_1 (20%), dlxtn_1 (8.2%), inv_1 (5.8%)
Critical Path End Type - primary output
post-synthesis xor/xnor area fraction - 6.72%
post-synthesis simple-gate area fraction - 20.8%
CP peak stage delay - 0.68 ns
antenna cells - 0
Worst EP required - 11.92 ns
[critical path, delay by kind of cell]
kind                       cells  cell delay, ns
adders and majority gates      1            0.45
muxes                          2            0.56
and+or+nand+nor                5            1.88
buffers and inverters          4            1.32
AOI/OAI and AO/OA              3            0.87
[power breakdown]
part           internal, uW  switching, uW
combinational          97.4            135
sequential             5.21          0.996
clock                     0              0
[per-layer routing]
layer,vias up,share of wire (%),global-route usage (%)
met4,0,2.7,7.15
met2,255,43,44.9
met5,-,0,0
met1,2985,47,42.5
met3,29,7.7,4.43
li1,3172,-,-
[cell families (layout without fill, tap and decap cells)]
family,after synthesis,in the layout
buf+inv,139,208
compound gates,274,274
fa+ha+maj,98,98
simple gates,254,254
latches,32,32
xor+xnor,45,45
mux,6,6
[worst max path at each step]
stage	to	depth (start not counted)	slack, ns
after CTS	zero	15	3.90
after global routing	zero	15	3.56
final	zero	15	3.86
[area by class of cell]
class / instances / area (um^2)
repair buffers: 114 / 1120
well taps: 180 / 225
flip-flops and latches: 32 / 480
multi-input cells: 677 / 4870
inverters: 94 / 353
fillers: 1368 / 7060
[per-stage QoR]
| stage | power (uW) | hold slack (ns) | util, % | std cells |
|---|---|---|---|---|
| 3_3_place_gp | 235 | 7.01 | 49.9 | 1097 |
| 5_1_grt | 260 | 7.06 | 49.9 | 1097 |
| 3_5_place_dp | 235 | 7.01 | 49.9 | 1097 |
| 2_1_floorplan | 156 | 6.05 | - | 848 |
| 6_report | 239 | 7.01 | 49.9 | 1097 |
| 4_1_cts | 236 | 7.02 | 49.9 | 1097 |
[placed cells by master, fill, tap and decap left out, types with 11 or more instances in the layout]
cell type and n:
nor3_1 22, nor2_1 70, nand3_1 13, nor2b_1 14, a221oi_1 18, a21o_1 11, a21oi_1 55, clkdlybuf4s50_1 104
nand2b_1 16, ha_1 96, o211ai_1 15, nand2_1 70, xnor2_1 37, dlxtn_1 32, inv_1 90, o21ai_0 63
Power figures rest on the tool's default switching activity, not on a simulated workload.
